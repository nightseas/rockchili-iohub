===== flow/config.mk =====
export PLATFORM = sky130hd
export DESIGN_NAME = pwr_ctrl
export DESIGN_NICKNAME = pwr_ctrl
export VERILOG_FILES = /design/flow/design.v
export SDC_FILE = /design/flow/constraint.sdc
export NUM_CORES = 4
export LEC_CHECK = 1
export CORE_UTILIZATION = 30

===== flow/constraint.sdc =====
current_design pwr_ctrl

set clk_period 4.0
set clk_io_pct 0.2

create_clock -name clk0 -period $clk_period [get_ports {clk_sys_i}]

set non_clock_inputs [all_inputs -no_clocks]
set_input_delay [expr $clk_period * $clk_io_pct] -clock clk0 $non_clock_inputs
set_output_delay [expr $clk_period * $clk_io_pct] -clock clk0 [all_outputs]

===== flow/design.v =====
module pwr_ctrl(
clk_sys_i,
rst_n_i,
mm_s_addr_i,
mm_s_wdata_i,
mm_s_rdata_o,
mm_s_we_i,
psu_prsnt_i,
pwr_good_i,
pwr_en_o,
pwr_err_o,
pwr_allgood_o
);
parameter MM_ADDR_WIDTH = 8;
parameter MM_DATA_WIDTH = 16;
parameter REG_ADDR_PWR_CTRL = 'h10;
parameter REG_ADDR_PSU_STA  = 'h12;
parameter REG_ADDR_PWR_STA  = 'h14;
parameter REG_ADDR_PWR_ERR  = 'h16;
parameter STATE_OFF	= 4'b0001;
parameter STATE_UP	= 4'b0010;
parameter STATE_ON	= 4'b0100;
parameter STATE_ERR	= 4'b1000;
parameter FREQ_SYSCLK = 25_000_000;
parameter TIME_SYSCLK = 1_000_000_000 / FREQ_SYSCLK;
parameter TIME_PWR_WDT = 1_000_000_000;
input clk_sys_i, rst_n_i;
input[MM_ADDR_WIDTH-1:0] mm_s_addr_i;
input[MM_DATA_WIDTH-1:0] mm_s_wdata_i;
output[MM_DATA_WIDTH-1:0] mm_s_rdata_o;
input mm_s_we_i;
input[1:0] psu_prsnt_i;
input[14:0] pwr_good_i;
output[11:0] pwr_en_o;
output pwr_err_o;
output pwr_allgood_o;
reg[11:0] pwr_en_o;
reg[7:0] pwr_good_stage;
reg[1:0] pwr_ctrl_reg;
reg[14:0] pwr_err_reg;
reg[MM_DATA_WIDTH-1:0] mm_s_rdata_o; 
reg[31:0] pwr_delay_cnt;
reg[31:0] pwr_wdt_cnt;
reg pwr_delay_en, pwr_wdt_en, pwr_delay_ot, pwr_wdt_ot;
reg pwr_auto_start;
reg pwr_err_o;
reg pwr_allgood_o;
reg[3:0] pwr_ctrl_fsm;
always @(posedge clk_sys_i, negedge rst_n_i)
begin
	if(!rst_n_i) begin
		pwr_ctrl_reg <= 0;
	end
	else begin
		if(mm_s_we_i) begin
			case(mm_s_addr_i)
				REG_ADDR_PWR_CTRL:
				begin
					pwr_ctrl_reg <= mm_s_wdata_i[1:0];
				end
				default:
				begin
					pwr_ctrl_reg <= 0;
				end
			endcase
		end
		else begin
			pwr_ctrl_reg <= 0;
		end
	end
end
always @(mm_s_addr_i, pwr_ctrl_reg, pwr_good_i, psu_prsnt_i, pwr_allgood_o, pwr_err_reg, rst_n_i)
begin
	if(!rst_n_i) begin
		mm_s_rdata_o <= 0;
	end
	else begin
		case(mm_s_addr_i)
			REG_ADDR_PWR_CTRL:
				mm_s_rdata_o <= {14'h0, pwr_ctrl_reg[1:0]};
			REG_ADDR_PSU_STA:
				mm_s_rdata_o <= {12'h0, pwr_good_i[14:13], ~psu_prsnt_i[1:0]};
			REG_ADDR_PWR_STA:
				mm_s_rdata_o <= {pwr_allgood_o, 2'h0, pwr_good_i[12:0]};
			REG_ADDR_PWR_ERR:
				mm_s_rdata_o <= {1'h0, pwr_err_reg};
			default:
				mm_s_rdata_o <= 0;
		endcase
	end
end
always @(posedge clk_sys_i, negedge rst_n_i)
begin
	if(!rst_n_i) begin
		pwr_ctrl_fsm <= STATE_OFF;
	end
	else begin
		case(pwr_ctrl_fsm)
			STATE_OFF:
			begin
				if(pwr_ctrl_reg == 2'b01 | pwr_auto_start == 1'b1) begin
					pwr_ctrl_fsm <= STATE_UP;
				end
			end
			STATE_UP:
			begin
				if(pwr_allgood_o == 1'b1) begin
					pwr_ctrl_fsm <= STATE_ON;
				end
				else if(pwr_wdt_ot == 1'b1) begin
					pwr_ctrl_fsm <= STATE_ERR;
				end
			end
			STATE_ON:
			begin				
				if(pwr_allgood_o == 1'b0) begin
					pwr_ctrl_fsm <= STATE_ERR;
				end
				else if(pwr_ctrl_reg == 2'b10) begin
					pwr_ctrl_fsm <= STATE_OFF;
				end
			end
			STATE_ERR:
			begin
				pwr_ctrl_fsm <= STATE_OFF;
			end
			default:
			begin
				pwr_ctrl_fsm <= STATE_OFF;
			end
		endcase
	end
end
always @(posedge clk_sys_i, negedge rst_n_i)
begin
	if(!rst_n_i) begin
		pwr_good_stage <= 0;
	end
	else begin
		pwr_good_stage[0] <= 1'b1;
		pwr_good_stage[1] <= (pwr_good_i[14] | pwr_good_i[13]) & pwr_good_i[1] & pwr_good_i[0];
		pwr_good_stage[2] <= pwr_good_i[4] & pwr_good_i[3] & pwr_good_i[2];
		pwr_good_stage[3] <= pwr_good_i[6] & pwr_good_i[5];
		pwr_good_stage[4] <= pwr_good_i[9] & pwr_good_i[8] & pwr_good_i[7];
		pwr_good_stage[5] <= pwr_good_i[11] & pwr_good_i[10];
		pwr_good_stage[6] <= pwr_good_i[12];
	end
end
always @(posedge clk_sys_i, negedge rst_n_i)
begin
	if(!rst_n_i) begin
		pwr_allgood_o <= 1'b0;
	end
	else begin		
		if(pwr_good_stage == 7'b111_1111)
			pwr_allgood_o <= 1'b1;
		else
			pwr_allgood_o <= 1'b0;
	end
end
always @(posedge clk_sys_i, negedge rst_n_i)
begin
	if(!rst_n_i) begin
		pwr_en_o <= 12'b1100_0000_0000;
	end
	else begin
		if(pwr_ctrl_fsm == STATE_UP) begin
			pwr_en_o[11] <= ~pwr_good_stage[0];
			pwr_en_o[10] <= ~pwr_good_stage[0];
			pwr_en_o[1] <= pwr_good_stage[1];
			pwr_en_o[0] <= pwr_good_stage[1];
			pwr_en_o[3] <= pwr_good_stage[2];
			pwr_en_o[2] <= pwr_good_stage[2];
			pwr_en_o[6] <= pwr_good_stage[3];
			pwr_en_o[5] <= pwr_good_stage[3];
			pwr_en_o[4] <= pwr_good_stage[3];
			pwr_en_o[8] <= pwr_good_stage[4];
			pwr_en_o[7] <= pwr_good_stage[4];
			pwr_en_o[9] <= pwr_good_stage[5];
		end
		else if(pwr_ctrl_fsm == STATE_OFF) begin
			pwr_en_o <= 12'b1100_0000_0000;
		end
	end
end
always @(posedge clk_sys_i, negedge rst_n_i)
begin
	if(!rst_n_i) begin
		pwr_err_reg <= 0;
		pwr_err_o <= 0;
	end
	else begin
		if(pwr_ctrl_fsm == STATE_ERR) begin		
			pwr_err_reg <= pwr_good_i;
			pwr_err_o <= 1'b1;
		end
	end
end
always @(posedge clk_sys_i, negedge rst_n_i)
begin
	if(!rst_n_i) begin
		pwr_auto_start <= 1'b1;
	end
	else begin
		if(pwr_ctrl_fsm == STATE_UP)
			pwr_auto_start <= 1'b0;
	end
end
always @(posedge clk_sys_i, negedge rst_n_i)
begin
	if(!rst_n_i) begin
		pwr_wdt_cnt <= 0;
		pwr_wdt_ot <= 0;
	end
	else begin
		if(pwr_ctrl_fsm == STATE_OFF) begin
			pwr_wdt_cnt <= 0;
			pwr_wdt_ot <= 0;
		end		
		else if(pwr_ctrl_fsm == STATE_UP) begin
			pwr_wdt_cnt <= pwr_wdt_cnt + 1'b1;
			if(pwr_wdt_cnt >= TIME_PWR_WDT / (1_000_000_000 / FREQ_SYSCLK))
				pwr_wdt_ot <= 1;
		end
	end
end
always @(posedge clk_sys_i, negedge rst_n_i)
begin
	if(!rst_n_i) begin
	end
	else begin
	end
end
endmodule

===== flow/run.sh =====
#!/bin/bash
# OpenROAD 26Q1-2900-gdf79404cd8, Yosys 0.63+post, stock flow scripts
make -C /OpenROAD-flow-scripts/flow DESIGN_CONFIG=/design/flow/config.mk WORK_HOME=/design/flow/orfs finish

==> results.py <==
# Physical implementation metrics
metrics = {
    "outcome": {
        "outcome": "finished, final reports clean",
    },
    "cells_and_area": {
        "fillers": 1090,
        "layout_top_cell": "dfrtp_1",
        "drive_gt1_share_pct": 15.3,
        "largest_register_ff_count": 32,
        "seqCellArea_mm2": 0.00176,
        "final_cell_mix": "67 x dfrtp_1, 58 x clkdlybuf4s50_1, 35 x nor2_1, 23 x mux2_2, 14 x a22o_1",
        "combGateArea_mm2": 0.00162,
        "area_delta_synth_final_pct": 26.5,
        "finalInstanceArea_mm2": 0.00454,
        "final_util_pct": 39.4,
    },
    "clock_tree": {
        "cts_setup_buffers": 0,
        "path_clk_slew_ns": 0.06,
        "cts.path.max_buffers": 2,
        "cts_root_buffer": "clkbuf_16",
        "cts_htree_levels": 3,
        "ctsHoldBuffers": 0,
        "post_cts_resize_count": 0,
        "cts_buffers": 9,
        "numClockSinks": 70,
        "cts_tree": "built",
        "clock_latency_ns": 0.33,
    },
    "route": {
        "vias": 2734,
        "vias_per_cell": 5.18,
        "drtPass1Iterations": 22,
        "drc": 0,
        "drt_iter0_markers": 91,
        "finalWirelength_mm": 7.63,
        "wl_per_cell_um": 14.4,
        "ant_nets": 0,
        "diodes": 0,
    },
    "synth": {
        "edf_count": 0,
        "netlist-cell-type-count": 54,
        "ys_area_mm2": 0.00359,
        "synthArstFlopShare_pct": 100,
        "largest_area_cell": "dfrtp_1",
        "syn_area_per_cell_um2": 10.9,
        "yosysSeqAreaShare_pct": 49.0,
        "ys_top_cells_by_area": "dfrtp_1 47%, mux2_2 7.2%, nor2_1 3.7%",
        "yosys_warnings": 1,
        "synth_cells": 329,
        "synthesis.area_mm2": 0.00359,
        "yosys.area.top_type_share_pct": 46.8,
        "ff_type": "dfrtp_1",
        "synth_flops": 70,
        "ys_cells": 329,
    },
    "run": {
        "warning_count": 41,
        "cap_violations": 0,
    },
    "worst_setup_path": {
        "r2r-end": "pwr_wdt_cnt[19]$_DFFE_PN0P_",
        "worst_setup_path_end_kind": "output pin",
        "path_class": "primary input to output pin",
        "ff2ff_path_depth": 5,
        "rr_startpoint": "pwr_ctrl_fsm[3]$_DFF_PN0_",
        "crit_start": "mm_s_addr_i[4]",
        "required_ns": 3.20,
        "rrSetupSlack_ns": 1.88,
        "crit_path_start_kind": "primary input",
        "path_max_fanout": 10,
        "cp.arrival_ns": 2.70,
    },
    "power": {
        "power.switching_uw": 341,
        "p_int_uw": 1300,
        "vdd_ir_drop_max_mv": 0.199,
        "p_seq_share_pct": 43.6,
        "p_leak_uw": 0.00201,
        "p_per_area_mw_per_mm2": 361,
        "power_frac_comb_pct": 3.7,
        "clkPwrFrac_pct": 52.7,
        "sw_frac_of_total_pct": 20.8,
    },
    "placement": {
        "gp_congestion": 0.830,
        "numPortBuffers": 59,
        "dp_hpwl_mm": 5.14,
        "postPlaceCellArea_mm2": 0.00421,
    },
    "die": {
        "ios": 74,
        "die_w_um": 111,
        "die_h_um": 111,
        "initCoreUtil_pct": 31.1,
        "coreArea_mm2": 0.0115,
        "rows": 39,
        "chipArea_mm2": 0.0124,
    },
    "sta": {
        "drv_slew": 0,
        "hold_viol_final": 0,
        "skew_ns": 0.00849,
        "fmax_mhz": 286,
        "slew_headroom_pct": 52.9,
        "min_period_over_period_pct": 87.4,
        "period_needed_ns": 3.50,
        "worst_slew_pin_slew_ns": 0.707,
        "tns_ns": 0,
        "setup_viol": 0,
        "rsz0062_at_grt": "false",
    },
    "grt": {
        "grt_max_degree": 55,
        "grt_pass1_vias": 2660,
        "antenna_found_initial": 0,
        "grt_pass1_wl_mm": 12.9,
        "grt_use_total_pct": 13.0,
        "grt-ovfl-total": 0,
    },
    "hold_path": {
        "hp-class": "primary input to async pin",
    },
}
-- worst max-delay path, cell delays in order --
cell,delay [ns]
clkdlybuf4s50_1,0.44
nor2b_1,0.16
nand4_1,0.25
nor3b_2,0.23
buf_4,0.20
a22o_1,0.15
clkdlybuf4s50_1,0.47
-- Yosys cell counts, types with 8 or more instances --
| cell | count |
|---|---|
| dfrtp_1 | 67 |
| nor2_1 | 35 |
| mux2_2 | 23 |
| a22o_1 | 14 |
| nand2_1 | 13 |
| nand3_1 | 11 |
| nand4_1 | 11 |
| nor4_1 | 11 |
| a21oi_1 | 10 |
| nor2b_1 | 9 |
| buf_4 | 8 |
| inv_1 | 8 |
| xnor2_1 | 8 |
-- per-layer routing --
metal / routed length [um] / up-vias / GRT usage, %
met1: 3810 / 1338 / 20.2
met2: 3250 / 80 / 19.4
li1: - / 1309 / -
met4: 59 / 0 / 0.901
met5: 0 / - / 0
met3: 502 / 7 / 3.55
-- stage by stage --
step	hold WS (ns)	total power, uW	cells	worst slack [ns]
after global routing	0.348	1690	528	0.395
after CTS	0.343	1650	528	0.476
final	0.336	1640	528	0.502
after global placement	0.409	788	512	0.481
after detailed placement	0.427	788	512	0.483
after floorplan	0.389	738	329	1.43
-- power groups by stage --
stage                 Sequential [uW]  Clock (uW)  Combinational (uW)
final                             713         863                60.3
after global routing              713         910                66.9
after CTS                         713         880                61.9
-- cell type report --
cell class	instances	share of cell area, %
clock inverter	6	2.07
tap	143	3.94
sequential	70	38.7
inverter	8	0.662
timing repair buffer	64	13.8
clock buffer	10	5.05
multi-input combinational	227	35.8
-- how the worst max path moves through the flow --
| stage | cells after the start | endpoint | slack [ns] |
|---|---|---|---|
| after CTS | 7 | mm_s_rdata_o[12] | 0.48 |
| after global routing | 7 | mm_s_rdata_o[12] | 0.40 |
| final | 7 | mm_s_rdata_o[12] | 0.50 |
-- logic make-up after synthesis --
family,synth area share (%)
buffers and inverters,5.76
other,0.105
DFF,49.0
and+or+nand+nor,20.7
muxes,8.69
AOI/OAI and AO/OA,11.7
adders and majority gates,0.698
xor gates and xnor gates,3.42
No activity file was given, so power comes from the tool's default toggle rates.
