===== flow/config.mk =====
export PLATFORM = sky130hd
export DESIGN_NAME = spi_slave
export DESIGN_NICKNAME = spi_slave
export VERILOG_FILES = /design/flow/design.v
export SDC_FILE = /design/flow/constraint.sdc
export NUM_CORES = 4
export LEC_CHECK = 1
export CORE_UTILIZATION = 50

===== flow/constraint.sdc =====
current_design spi_slave

set clk_period 4.7
set clk_io_pct 0.2

create_clock -name clk0 -period $clk_period [get_ports {clk_sys_i}]

set non_clock_inputs [all_inputs -no_clocks]
set_input_delay [expr $clk_period * $clk_io_pct] -clock clk0 $non_clock_inputs
set_output_delay [expr $clk_period * $clk_io_pct] -clock clk0 [all_outputs]

===== flow/design.v =====
module spi_slave(
clk_sys_i,
rst_n_i,
spi_sclk_i,
spi_mosi_i,
spi_miso_o,
spi_cs_n_i,
mm_m_addr_o,
mm_m_wdata_o,
mm_m_rdata_i,
mm_m_we_o
);
parameter MM_ADDR_WIDTH = 8;
parameter MM_DATA_WIDTH = 16;
parameter DUMMY_DATA 	= 0;
parameter STATE_IDLE	= 6'b00_0001;
parameter STATE_ADDR	= 6'b00_0010;
parameter STATE_WRITE	= 6'b00_0100;
parameter STATE_READ	= 6'b00_1000;
parameter STATE_W_DONE	= 6'b01_0000;
parameter STATE_R_DONE	= 6'b10_0000;
input clk_sys_i, rst_n_i;
input spi_sclk_i, spi_mosi_i, spi_cs_n_i;
output spi_miso_o;
output[MM_ADDR_WIDTH-1:0] mm_m_addr_o;
output[MM_DATA_WIDTH-1:0] mm_m_wdata_o;
input[MM_DATA_WIDTH-1:0] mm_m_rdata_i;
output mm_m_we_o;
reg[2:0] sync_spi_sclk, sync_spi_cs_n;
reg[1:0] sync_spi_mosi;
reg spi_miso;
wire[MM_ADDR_WIDTH-1:0] mm_m_addr_o;
wire[MM_DATA_WIDTH-1:0] mm_m_wdata_o;
wire[MM_DATA_WIDTH-1:0] mm_m_rdata_i;
reg mm_m_we_o;
reg[4:0] spi_addr_cnt;
reg[5:0] spi_wdata_cnt, spi_rdata_cnt;
reg[5:0] spi_main_fsm;
reg[MM_ADDR_WIDTH-1:0] spi_addr_buf;
reg[MM_DATA_WIDTH-1:0] spi_wdata_buf;
always @(posedge clk_sys_i, negedge rst_n_i)
begin
	if(!rst_n_i) begin
		sync_spi_sclk <= 2'b00;
		sync_spi_mosi <= 2'b00;
		sync_spi_cs_n <= 2'b00;
	end
	else begin
		sync_spi_sclk[2] <= sync_spi_sclk[1];
		sync_spi_sclk[1] <= sync_spi_sclk[0];
		sync_spi_sclk[0] <= spi_sclk_i;
		sync_spi_mosi[1] <= sync_spi_mosi[0];
		sync_spi_mosi[0] <= spi_mosi_i;
		sync_spi_cs_n[2] <= sync_spi_cs_n[1];
		sync_spi_cs_n[1] <= sync_spi_cs_n[0];
		sync_spi_cs_n[0] <= spi_cs_n_i;
	end
end
always @(posedge clk_sys_i, negedge rst_n_i)
begin
	if(!rst_n_i) begin
		spi_main_fsm <= STATE_IDLE;
		spi_addr_cnt <= 0;
		spi_wdata_cnt <= 0;
		spi_rdata_cnt <= 0;
		spi_addr_buf <= 0;
		spi_wdata_buf <= 0;
	end
	else if(sync_spi_cs_n[1] == 1'b1) begin
		spi_main_fsm <= STATE_IDLE;
	end
	else begin
		case(spi_main_fsm)
			STATE_IDLE:
			begin
				if(sync_spi_cs_n[2:1] == 2'b10) begin
					spi_main_fsm <= STATE_ADDR;
				end
				spi_addr_cnt <= 0;
				spi_wdata_cnt <= 0;
				spi_rdata_cnt <= 0;
				spi_addr_buf <= 0;
				spi_wdata_buf <= 0;
			end
			STATE_ADDR:
			begin
				if(spi_addr_cnt == MM_ADDR_WIDTH) begin
					if(spi_addr_buf[7] == 1'b1)
						spi_main_fsm <= STATE_READ;
					else
						spi_main_fsm <= STATE_WRITE;
				end
				else if(sync_spi_sclk[2:1] == 2'b01) begin
					spi_addr_buf[MM_ADDR_WIDTH-1-spi_addr_cnt] <= sync_spi_mosi[1];
					spi_addr_cnt <= spi_addr_cnt + 1'b1;
				end
			end
			STATE_WRITE:
			begin
				if(spi_wdata_cnt == MM_DATA_WIDTH) begin
					spi_main_fsm <= STATE_W_DONE;
				end
				else if(sync_spi_sclk[2:1] == 2'b01) begin
					spi_wdata_buf[MM_DATA_WIDTH-1-spi_wdata_cnt] <= sync_spi_mosi[1];
					spi_wdata_cnt <= spi_wdata_cnt + 1'b1;
				end
			end
			STATE_READ:
			begin
				if(spi_rdata_cnt == MM_DATA_WIDTH) begin
					spi_main_fsm <= STATE_R_DONE;
				end
				else if(sync_spi_sclk[2:1] == 2'b01) begin				
					spi_rdata_cnt <= spi_rdata_cnt + 1'b1;
				end
			end
			STATE_W_DONE:
			begin
				spi_main_fsm <= STATE_IDLE;
			end
			STATE_R_DONE:
			begin
				spi_main_fsm <= STATE_IDLE;
			end
			default:
			begin
				spi_main_fsm <= STATE_IDLE;
			end
		endcase
	end
end
always @(posedge clk_sys_i, negedge rst_n_i)
begin
	if(!rst_n_i) begin
		spi_miso <= 0;
	end
	else if(spi_main_fsm == STATE_IDLE) begin
		spi_miso <= 0;
	end
	else begin
		if(spi_main_fsm == STATE_READ && sync_spi_sclk[2:1] == 2'b10 && spi_rdata_cnt < MM_DATA_WIDTH)			
			spi_miso <= mm_m_rdata_i[MM_DATA_WIDTH-1-spi_rdata_cnt];					
		else
			spi_miso <= spi_miso;
	end
end
always @(posedge clk_sys_i, negedge rst_n_i)
begin
	if(!rst_n_i) begin
		mm_m_we_o <= 0;
	end
	else begin
		if(spi_main_fsm == STATE_W_DONE)
			mm_m_we_o <= 1;
		else
			mm_m_we_o <= 0;
	end
end
always @(posedge clk_sys_i, negedge rst_n_i)
begin
	if(!rst_n_i) begin
	end
	else begin
	end
end
assign mm_m_addr_o[MM_ADDR_WIDTH-1:0] = {1'b0, spi_addr_buf[MM_ADDR_WIDTH-2:0]};
assign mm_m_wdata_o[MM_DATA_WIDTH-1:0] = spi_wdata_buf[MM_DATA_WIDTH-1:0];
assign spi_miso_o = spi_cs_n_i ? 1'bz : spi_miso;
endmodule

===== flow/run.sh =====
#!/bin/bash
# OpenROAD 26Q1-2900-gdf79404cd8, Yosys 0.63+post, stock flow scripts
make -C /OpenROAD-flow-scripts/flow DESIGN_CONFIG=/design/flow/config.mk WORK_HOME=/design/flow/orfs finish

==> changes_impl.md <==
### Metrics

* Outcome: finished clean
* Vias in the first global route at approximately 2900
* H-tree levels at 3
* Core area at 0.00725 mm^2
* Share of cells above drive strength 1 at 0.0837
* Yosys warns at 2
* PortBufs at 45
* Tool warnings at 33
* GRT Overall Usage at 0.229
* # IOs at 47
* Final setup fails at 0
* CP max-delay cell: dfrtp_1
* Critical Path RT at approximately 4.9 ns
* WL/cell at 14.8 um
* R2R depth at 10
* Yosys aoi share at 0.164
* Yosys cell types at between 60 and 70
* Worst Path Buf+Inv at 0
* Crit start category: flop
* Average footprint of a synthesized cell at 9.44 um^2
* PostCTS Resize Cnt at 0
* Grt ovf at 0
* Top non-seq family: simple AND/OR/NAND/NOR gates
* Yosys adder share at 0.0864
* Via count at between 3000 and 4000
* Max Freq at 312 MHz
* Crit-path max cell delay at 0.55 ns
* Post-Syn Instances at between 300 and 400
* First-pass GRT wire length at 13600 um
* Count of library flops with an enable pin at 0
* Worst R2R End: spi_wdata_buf[12]
* Area growth, synth to finish at 15.4%
* Slew margin rel. at 0.522
* Worst hold path cell count at 0
* Yosys cell count at approximately 400
* Mapped cell area at 0.00376 mm^2
* Hold_buf cts at 0
* Largest delay share family, worst path: simple AND/OR/NAND/NOR gates
* Clk sinks at 57
* Hold Startpoint: sync_spi_cs_n[0]
* Drt initial violations at between 150 and 200
* Period Utilization, post-route at 0.682
* Final hold vios at 0
* Basic Gates by Area at 0.238
* Worst skew pair latency at 0.35 ns
* CTS tree: yes
* Diode count at 0
* WL final at 7840 um
* Die Y at 88.8 um
* Peak supply drop at 0.124 mV
* Post-layout minimum cycle time at 3.21 ns
* Yosys top cell by area: dfrtp_1
* Slew @ Worst Pin at around 0.72 ns
* Area leader share at 0.372
* Hold_ws at 0.350 ns
* Xor+xnor area frac at 0.0186
* Drt via density at 5.80
* CP Max Fanout at 13
* Unrepaired setup endpoints after global routing: no
* Mux share at 0.0472
* Clock Root Buffer: clkbuf_8
* Detailed placement HPWL at 5650 um
* Worst Hold End: sync_spi_cs_n[1]
* P_leak at 1.74 nW
* Yosys stat chip area at 0.00376 mm^2
* Antenna violations before repair at 0
* CP cell instances: ha_1 -> and3_1 -> nand2_1 -> ha_1 -> nor4b_2 -> nand4_1 -> nor4_4 -> nand2_2 -> o311ai_0 -> o21ai_1
* Final Skew at 0.0146 ns
* Row Count at 31
* Worst EP arrival at 3.43 ns
* Remaining antenna violation count at 0
* Hold Crit Class: flop to flop
* Synth flops at 57
* R2R Path Start: spi_wdata_cnt[0]
* Horiz. Die Dim at 88.8 um
* Clk buf depth at 2
* P per Cell Area at 226 mW/mm^2
* GP Congestion at 0.863
* Final Cell Area at 0.00434 mm^2
* Register area share after synthesis at 0.379
* TritonCTS buffer count at 9
* Largest net degree at the start of global routing at 58
* WS Path Type: flop to flop
* Initial DRT Pass Iterations at 4
* Post-route DRC at 0
* Placed Area at 0.00417 mm^2
* Max Slew Vio Count at 0
* Setup TNS at 0 ns
* Max-Cap Viols at 0
* Asr flop ratio synth at 1.00
* Clock transition at path regs at about 0.08 ns
* Chip area at 0.00788 mm^2
* Cell mode on critical path: ha_1
* Dominant cells by area after synthesis: dfrtp_1, ha_1, o21ai_0, nand2_1, mux4_1
* Reg2Reg Setup Slack at 1.49 ns
* Fp_density at 0.519
* Critical Path Sink Type: flop
* Synth Flop Type: dfrtp_1
* Setup bufs post-CTS at 0
metrics by stage:
step,cells,worst slack [ns],power (mW),util
3_5_place_dp,513,1.49,0.578,0.574
4_1_cts,529,1.49,0.997,0.599
5_1_grt,529,1.13,1.03,0.599
6_report,529,1.49,0.980,0.599
3_3_place_gp,513,1.62,0.578,0.574
2_1_floorplan,399,1.90,0.544,-
cells in the mapped netlist (all sizes together) (6+ instances only):
cell type and count:
a21oi 6, a31oi 7, buf 17, clkbuf 14, dfrtp 56, ha 26
inv 20, nand2 47, nand2b 7, nand3 11, nand4 16, nor2 15
nor3 10, o211ai 10, o21ai 43, o311ai 6, or3 7, xnor2 6
cell usage in the layout (no fill, tap or decap), types with 3 or more instances in the layout:
| cell | count |
|---|---|
| dfrtp_1 | 56 |
| nand2_1 | 46 |
| clkdlybuf4s50_1 | 44 |
| o21ai_0 | 38 |
| ha_1 | 26 |
| inv_1 | 20 |
| nand4_1 | 16 |
| nor2_1 | 15 |
| o211ai_1 | 10 |
| nand3_1 | 10 |
| clkbuf_8 | 9 |
| nand2b_1 | 7 |
| or3_1 | 7 |
| nor3_1 | 7 |
| a31oi_1 | 7 |
| a21oi_1 | 6 |
| xnor2_1 | 6 |
| mux2i_1 | 5 |
| and2_1 | 5 |
| nor3b_1 | 4 |
| and4b_1 | 4 |
| o21ai_1 | 4 |
| a22o_1 | 4 |
| mux4_1 | 4 |
| and4_1 | 3 |
| nor4b_1 | 3 |
| nand4b_1 | 3 |
| o21bai_1 | 3 |
| a32o_1 | 3 |
| clkinvlp_4 | 3 |
logic make-up (layout without fill, tap and decap cells):
kind of cell             Yosys count  count (layout)
other                              1               1
AND/OR/NAND/NOR                  152             152
buffers and inverters             51              82
adder cells (fa/ha/maj)           26              26
flip-flops                        57              57
multiplexers                      10              10
XOR/XNOR                           8               8
AND-OR/OR-AND                     94              94
worst max path at each step:
stage	from	end	slack, ns	depth (start not counted)
CTS	spi_wdata_cnt[0]	spi_wdata_buf[10]	1.49	10
global route	spi_wdata_cnt[4]	spi_wdata_buf[12]	1.13	10
finish	spi_wdata_cnt[0]	spi_wdata_buf[12]	1.49	10
layout make-up:
class / instances / area [um^2]
flip-flops and latches: 57 / 1430
well taps: 99 / 124
multi-input cells: 291 / 2090
clock inverters: 7 / 53.8
inverters: 20 / 75.1
fillers: 633 / 2910
clock buffers: 9 / 124
repair buffers: 46 / 453
worst reg2reg max path, delay by kind of cell (launching register included):
kind                     cells  cell delay [ns]
flip-flops                   1             0.55
adder cells (fa/ha/maj)      2             0.72
AND/OR/NAND/NOR              6             1.39
AND-OR/OR-AND                2             0.43
state kept, by name (all words and copies together), names as in the netlist:
signal and count:
spi_wdata_buf 16, spi_addr_buf 8, spi_main_fsm 6, spi_rdata_cnt 6
spi_wdata_cnt 6, spi_addr_cnt 5, sync_spi_cs_n 3, sync_spi_sclk 3
sync_spi_mosi 2, mm_m_we_o 1, spi_miso 1
power by group:
| group | switching [mW] | internal (mW) | total [mW] | leakage [nW] |
|---|---|---|---|---|
| Combinational | 0.0339 | 0.0273 | 0.0612 | 0.883 |
| Sequential | 0.00979 | 0.497 | 0.507 | 0.773 |
| Clock | 0.218 | 0.194 | 0.412 | 0.0822 |
per-layer routing:
| metal | global-route usage | vias to the layer above | routed length (um) |
|---|---|---|---|
| met2 | 0.359 | 53 | 3710 |
| met3 | 0.0350 | 20 | 239 |
| met1 | 0.354 | 1480 | 3690 |
| met4 | 0.0455 | 0 | 194 |
| met5 | 0 | - | 0 |
| li1 | - | 1517 | - |
No activity file was given, so power comes from the tool's default toggle rates.
