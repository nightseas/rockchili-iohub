File: design.v
module mm_con(
clk_sys_i,
rst_n_i,
m_addr_i,
m_wdata_i,
m_rdata_o,
m_we_i,
s_addr_o,
s_wdata_o,
s_rdata0_i,
s_rdata1_i,
s_rdata2_i,
s_rdata3_i,
s_rdata4_i,
s_we_o
);
parameter MM_ADDR_WIDTH = 8;
parameter MM_DATA_WIDTH = 16;
parameter REG_ADDR_PID = 'h00;
parameter REG_ADDR_TST = 'h02;
parameter REG_ADDR_INT_PND = 'h04;
parameter REG_ADDR_INT_CLR = 'h06;
parameter REG_ADDR_INT_MSK = 'h08;
parameter REG_ADDR_SWDT_CTRL = 'h0A;
parameter REG_ADDR_SWDT_VAL = 'h0C;
parameter REG_ADDR_LED_CTRL = 'h0E;
parameter REG_ADDR_PWR_CTRL = 'h10;
parameter REG_ADDR_PSU_STA  = 'h12;
parameter REG_ADDR_PWR_STA  = 'h14;
parameter REG_ADDR_PWR_ERR  = 'h16;
input clk_sys_i, rst_n_i;
input[MM_ADDR_WIDTH-1:0] m_addr_i;
input[MM_DATA_WIDTH-1:0] m_wdata_i;
output[MM_DATA_WIDTH-1:0] m_rdata_o;
input m_we_i;
output[MM_ADDR_WIDTH-1:0] s_addr_o;
output[MM_DATA_WIDTH-1:0] s_wdata_o;
input[MM_DATA_WIDTH-1:0] s_rdata0_i, s_rdata1_i, s_rdata2_i, s_rdata3_i, s_rdata4_i;
output s_we_o;
wire[MM_ADDR_WIDTH-1:0] m_addr_i;
wire[MM_DATA_WIDTH-1:0] m_wdata_i;
reg[MM_DATA_WIDTH-1:0] m_rdata_o;
wire m_we_i;
wire[MM_ADDR_WIDTH-1:0] s_addr_o;
wire[MM_DATA_WIDTH-1:0] s_wdata_o;
wire[MM_DATA_WIDTH-1:0] s_rdata0_i, s_rdata1_i, s_rdata2_i, s_rdata3_i, s_rdata4_i;
wire s_we_o;
reg[MM_DATA_WIDTH-1:0] rdata_buff;
always @(m_addr_i, s_rdata0_i, s_rdata1_i, s_rdata2_i, s_rdata3_i, s_rdata4_i, rst_n_i)
begin
	if(!rst_n_i) begin
		rdata_buff <= 0;
	end
	else begin
		case(m_addr_i)		
			REG_ADDR_PID:
				rdata_buff <= s_rdata0_i;
			REG_ADDR_TST:
				rdata_buff <= s_rdata0_i;
			REG_ADDR_INT_PND:
				rdata_buff <= s_rdata1_i;
			REG_ADDR_INT_CLR:
				rdata_buff <= s_rdata1_i;
			REG_ADDR_INT_MSK:
				rdata_buff <= s_rdata1_i;
			REG_ADDR_SWDT_CTRL:
				rdata_buff <= s_rdata2_i;
			REG_ADDR_SWDT_VAL:
				rdata_buff <= s_rdata2_i;
			REG_ADDR_LED_CTRL:
				rdata_buff <= s_rdata3_i;
			REG_ADDR_PWR_CTRL:
				rdata_buff <= s_rdata4_i;
			REG_ADDR_PSU_STA:
				rdata_buff <= s_rdata4_i;
			REG_ADDR_PWR_STA:
				rdata_buff <= s_rdata4_i;
			REG_ADDR_PWR_ERR:
				rdata_buff <= s_rdata4_i;
			default:
				rdata_buff <= 0;
		endcase
	end
end
always @(posedge clk_sys_i, negedge rst_n_i)
begin
	if(!rst_n_i) begin
		m_rdata_o <= 0;
	end
	else begin
		m_rdata_o <= rdata_buff;
	end
end
assign s_addr_o[MM_ADDR_WIDTH-1:0] = m_addr_i[MM_ADDR_WIDTH-1:0];
assign s_wdata_o[MM_DATA_WIDTH-1:0] = m_wdata_i[MM_DATA_WIDTH-1:0];
assign s_we_o = m_we_i;
endmodule
File: run.sh
#!/bin/bash
# OpenROAD 26Q1-2900-gdf79404cd8, Yosys 0.63+post, stock flow scripts
make -C /OpenROAD-flow-scripts/flow DESIGN_CONFIG=/design/flow/config.mk WORK_HOME=/design/flow/orfs finish
File: config.mk
export PLATFORM = sky130hd
export DESIGN_NAME = mm_con
export DESIGN_NICKNAME = mm_con
export VERILOG_FILES = /design/flow/design.v
export SDC_FILE = /design/flow/constraint.sdc
export NUM_CORES = 4
export LEC_CHECK = 1
export CORE_AREA = 10 10 83 83
export DIE_AREA = 0 0 93 93
File: constraint.sdc
current_design mm_con

set clk_period 1.0
set clk_io_pct 0.2

create_clock -name clk0 -period $clk_period [get_ports {clk_sys_i}]

set non_clock_inputs [all_inputs -no_clocks]
set_input_delay [expr $clk_period * $clk_io_pct] -clock clk0 $non_clock_inputs
set_output_delay [expr $clk_period * $clk_io_pct] -clock clk0 [all_outputs]
==> out/summary.txt <==
Number of synthesized flops with an enable pin = 0
Clock Root Buffer = clkbuf_8
TNS Setup = -7344 ps
Worst Path Arrival = 1670 ps
Total Routing Usage GR = 13.31%
Async S/R FF share, synth = 100.0%
Die area = 8649 µm²
Ant. Diodes = 0
Drt total wl = 5926 µm
P_sw = 434.2 µW
Core utilization before placement = 25.97%
Biggest register = m_rdata_o
Failing checks = negative setup slack
Seq pwr share = 34.9%
Critical Path Slowest Stage Cell = or4_4
First-pass GRT wire length = 9280 µm
CTS Sinks = 16
Final tally of setup violations = 16
CP startpoint = m_addr_i[0]
Total gr overflow = 0
Initial antenna violation count = 0
Max H-tree Level = 1
Cell total in the yosys stat output = 142
Die height = 93 µm
Mapped Cells = 142
Cell taking the most area after synthesis = dfrtp_1
Site row count = 26
Crit Path Max Fanout = 5
Leak Pwr = 0.001158 µW
TritonCTS Buffers = 3
Worst min-delay path category = in2async
Layout area overhead = 108.6%
Pint = 1430 µW
Slowest Stage Delay on Critical Path = 540 ps
Worst-Margin Slew = 418.5 ps
Layout cells sized above 1 = 36.70%
Core area = 5140 µm²
Tcrit/Tclk final = 150.8%
Final hold violations = 0
Yosys stat area = 1335 µm²
Post-DP HPWL = 4918 µm
Cts hold-fix bufs = 0
Largest regs = m_rdata_o x16
Status = complete, but fails checks
RSZ-0062 raised after global routing = yes
Fin area = 2785 µm²
Gpl congestion = 0.8501
Crit Path Class = in2reg
Post-synth top flop = dfrtp_1
Fmax = 663.0 MHz
DRC viols = 0
CTS max path bufs = 2
Number of global-route vias before repair = 1652
YS warnings = 1
Power Density = 669.5 nW/µm²
Final worst path period need = 1508 ps
Maximum number of pins on one net before global-route repair = 17
Worst slew margin = 72.10%
Setup ws final = -508.2 ps
Via density = 4.691
Vias = 1581
First-pass DRT Iterations = 4
Clk slew on worst S/H paths = 60 ps
Sequential fraction of the synthesis area = 29.99%
Post-Syn Area = 1335 µm²
OpenROAD warnings = 28
#FFs+latches synth = 16
Area leader share = 29.99%
Worst Path Buf+Inv = 3
Die Wd = 93 µm
Max-Cap Viols = 0
Placed cell area = 2585 µm²
Crit path cell chain = buf_6 > or4_4 > buf_6 > nor4b_4 > buf_6 > a22oi_2 > o22ai_1
Worst Setup Start Kind = primary input
Starting DRT DRC Count = 58
Number of fill cells in the layout = 505
CTS tree = done
Worst vdd ir = 344.0 µV
CP endpoint kind = flip-flop
Ports = 148
Post-route ant nets = 0
PortBufs = 113
Yosys cell types = 28
WL/cell = 17.58 µm
Most frequent cell on the critical path = buf_6
Switch share = 23.29%
Top cells by area = dfrtp_1 (30%), buf_4 (14%), a22oi_1 (12%)
Max reg flops = 16
Comb pwr share = 40.4%
Avg Synthesized Cell Area = 9.402 µm²
Clk pwr share = 24.7%
Top delay family on crit path = simple AND/OR/NAND/NOR gates
Fin. max-slew vios = 0
Worst Path Required = 1160 ps
synthesized netlist by cell type (all sizes together), types with 2 or more instances:
cell,n
a221oi,9
o22ai,15
clkbuf,4
nand2,2
nand3,3
a2bb2oi,6
dfrtp,16
buf,31
mux2i,9
nor3b,2
a22oi,22
nor2,10
power groups by stage:
stage         registers (µW)  logic (µW)  clock network [µW]
CTS                      651         751                 469
global route             651         813                 496
finish                   651         753                 461
logic make-up after synthesis:
| group | after synthesis | synth area share (%) |
|---|---|---|
| compound gates | 55 | 31.21 |
| xor+xnor | 1 | 0.6562 |
| buf+inv | 36 | 18.65 |
| flops | 16 | 29.99 |
| mux | 10 | 7.592 |
| simple gates | 24 | 11.90 |
per-stage QoR:
step | power, µW | hold slack (ps) | setup WS, ps | cells | utilization (%)
after floorplan | 899.1 | -95.59 | -473.1 | 142 | -
after global placement | 1366 | 400.0 | -949.0 | 323 | 50.29
after detailed placement | 1367 | 400.0 | -1001 | 323 | 50.29
after CTS | 1871 | 400.0 | -516.3 | 336 | 54.63
after global routing | 1960 | 400.0 | -541.4 | 337 | 54.19
final | 1865 | 395.3 | -508.2 | 337 | 54.19
layer usage:
layer | global-route usage (%) | wire length [µm]
met5 | 0 | 0
met4 | 1.157 | 33
met3 | 4.120 | 502
met2 | 22.25 | 3029
met1 | 17.16 | 2361
cells in the final DEF (no fill, tap or decap), types with 2 or more instances in the layout:
master / count
dlygate4sd2_1: 6
nor2_1: 10
o22ai_1: 12
a22oi_2: 15
buf_6: 12
mux2i_1: 9
clkbuf_2: 16
a2bb2oi_1: 6
clkdlybuf4s50_1: 81
dfrtp_1: 16
a22oi_1: 7
clkdlybuf4s15_1: 2
clkbuf_8: 3
nand2_1: 2
o22ai_2: 3
buf_2: 2
buf_12: 2
buf_4: 33
nand3_1: 3
a221oi_1: 8
worst paths after layout:
kind                                  to  cells after the start  slack, ps
min in group clk0           s_wdata_o[0]                      0        400
min                         m_rdata_o[9]                      2        400
max in group asynchronous  m_rdata_o[10]                      2        430
max                         m_rdata_o[8]                      7       -510
layout make-up:
type,count,area (µm²),area share (%)
Timing Repair Buffer,157,1449,52.02
Multi-Input combinational cell,90,803.3,28.84
Sequential cell,16,400.4,14.38
Tap cell,70,87.58,3.145
Clock buffer,3,41.29,1.482
Inverter,1,3.754,0.1348
what timing repair did:
| action | in CTS | in global routing |
|---|---|---|
| setup buffers | 8 | 1 |
| cloned | 2 | 0 |
| resized | 99 | 28 |
| endpoints found under the setup margin | 40 | 31 |
| pin swaps | 20 | 14 |
Power figures rest on the tool's default switching activity, not on a simulated workload.
